<file path="flow/config.mk">
export PLATFORM = sky130hd
export DESIGN_NAME = coefficient_memory
export DESIGN_NICKNAME = coefficient_memory
export VERILOG_FILES = /design/flow/design.v
export SDC_FILE = /design/flow/constraint.sdc
export NUM_CORES = 4
export LEC_CHECK = 1
export CORE_UTILIZATION = 30
</file>
<file path="flow/constraint.sdc">
current_design coefficient_memory

set clk_period 3.9
set clk_io_pct 0.2

create_clock -name clk0 -period $clk_period [get_ports {clk}]

set non_clock_inputs [all_inputs -no_clocks]
set_input_delay [expr $clk_period * $clk_io_pct] -clock clk0 $non_clock_inputs
set_output_delay [expr $clk_period * $clk_io_pct] -clock clk0 [all_outputs]
</file>
<file path="flow/design.v">
module coefficient_memory #(
    parameter TAPS = 128,         
    parameter COEFF_WIDTH = 16,   
    parameter ADDR_WIDTH = 7      
)(
    input  wire                    clk,
    input  wire                    rst_n,
    input  wire                    wr_en,         
    input  wire [ADDR_WIDTH-1:0]   wr_addr,       
    input  wire [COEFF_WIDTH-1:0]  wr_data,       
    input  wire                    rd_en,         
    input  wire [ADDR_WIDTH-1:0]   rd_addr,       
    output reg  [COEFF_WIDTH-1:0]  rd_data        
);
reg [COEFF_WIDTH-1:0] coefficient_ram [0:TAPS-1];
integer i;
initial begin
    for (i = 0; i < TAPS; i = i + 1) begin
        coefficient_ram[i] = 16'h0000;   
    end
    coefficient_ram[TAPS/2] = 16'h7FFF;   
end
always @(posedge clk or negedge rst_n) begin
    if (!rst_n) begin
    end else begin
        if (wr_en && (wr_addr < TAPS)) begin
            coefficient_ram[wr_addr] <= wr_data;
        end
    end
end
always @(posedge clk or negedge rst_n) begin
    if (!rst_n) begin
        rd_data <= {COEFF_WIDTH{1'b0}};
    end else begin
        if (rd_en && (rd_addr < TAPS)) begin
            rd_data <= coefficient_ram[rd_addr];
        end else if (!rd_en) begin
            rd_data <= {COEFF_WIDTH{1'b0}};   
        end
    end
end 
wire [COEFF_WIDTH-1:0] abs_coeff = wr_data[COEFF_WIDTH-1] ? -wr_data : wr_data;
wire coeff_overflow = (abs_coeff > 16'h7FFF);   
reg coeff_error_flag;
always @(posedge clk or negedge rst_n) begin
    if (!rst_n) begin
        coeff_error_flag <= 1'b0;
    end else begin
        if (wr_en && coeff_overflow) begin
            coeff_error_flag <= 1'b1;
        end else if (!wr_en) begin
            coeff_error_flag <= 1'b0;
        end
    end
end
reg [15:0] write_count;
reg [15:0] read_count;
always @(posedge clk or negedge rst_n) begin
    if (!rst_n) begin
        write_count <= 16'd0;
        read_count <= 16'd0;
    end else begin
        if (wr_en) write_count <= write_count + 1;
        if (rd_en) read_count <= read_count + 1;
    end
end
endmodule
</file>
<file path="flow/run.sh">
#!/bin/bash
# OpenROAD 26Q1-2900-gdf79404cd8, Yosys 0.63+post, stock flow scripts
make -C /OpenROAD-flow-scripts/flow DESIGN_CONFIG=/design/flow/config.mk WORK_HOME=/design/flow/orfs finish
</file>
==> impl_metrics.ini <==
; flow metrics
[outcome]
outcome = complete, but fails checks
violations = capacitance limit, slew limit

[clock_tree]
cts_hold_buf = 0
cts_sinks = 2064
clock_latency_ns = 0.93
cts_made_buffers = 225
cts_tree = done
clk_pin_slew_ns = 0.06
cts_root_buffer = clkbuf_16
clockBufferDepth = 3
htree_levels = 4

[synthesis]
synth_area_um2 = 76800
synthFlopType = edfxtp_1
ys_cells = 4352
synth.distinct_cells = 69
yosysWarningCount = 2
ys_seq_share_pct = 80.6
synth-edff-count = 2048
ys_chip_area_um2 = 76800
async_flop_share_pct = 0.775
ys.flops = 2064
synth.avg_cell_area_um2 = 17.6
synthCells = 4352

[floorplanning]
fp.dieW_um = 508
fp_util_pct = 30.2
chipArea_um2 = 258000
rows = 185
ios = 50
die_h_um = 508
core_region_area_um2 = 254000

[routing]
drc = 0
wire_per_inst_um = 57.7
num_vias = 55900
firstDrtPassIters = 8
avgViaCountPerCell = 6.12
wl_mm = 528
ant_nets = 0
drt-initial-drc-count = 5418

[global_routing]
antenna_found_initial = 64
grt.total_usage_pct = 44.2
grt_pass1_wl_mm = 653
overflow = 0
grt_max_degree = 86
grt_pass1_vias = 56000

[sta]
maxSlewViolCount = 5
period_used_pct = 99.6
timing.final.crit_period_ns = 3.88
worst_pin_slew_ns = 1.67
fin_skew_ns = 0.0688
maxSlewHeadroom_pct = -12.1
setup_violations = 0
rsz0062_at_grt = no
fmaxAchievable_mhz = 258
hold_violations = 0

[critical_path]
worstPathMaxFanout = 7
crit_path_end_kind = flop
cp.required_ns = 4.70
arrival_ns = 4.68
critPathKind = in -> reg
crit_path_start_kind = input pin

[placed_design]
hpwl_mm = 367
port_buffers = 49
placed_cells = 8679
place.gp.congestion = 1.10

[layout]
final_common_cell = edfxtp_1
syn_to_final_growth_pct = 31.2
final_cell_mix = 2048 x edfxtp_1, 938 x buf_4, 503 x a22oi_1
drive_gt1_share_pct = 29.9
fin_cells = 9147

[power]
p_leak_nw = 32.9
p_per_area_nw_per_um2 = 487
power.total_w = 0.0491
ir_drop_mv = 0.433

[worst_hold_path]
hp-class = in -> reg

[job]
maxCapViolations = 1
warning_count = 26
power by group:
part	internal, W	leakage [nW]	total (W)	switching (W)
clock	0.0123	3.55	0.0217	0.00945
sequential	0.0244	18.6	0.0245	0.0000584
combinational	0.000796	10.7	0.00286	0.00207
per-layer routing:
layer | GRT usage, % | vias up | routed length [um]
li1 | - | 21000 | -
met1 | 46.3 | 28400 | 158000
met2 | 57.9 | 5144 | 218000
met3 | 38.4 | 1341 | 105000
met4 | 27.3 | 85 | 43200
met5 | 10.3 | - | 3460
final timing paths:
path | startpoint | endpoint | slack [ns] | depth (start not counted)
worst max-delay path | rd_addr[4] | rd_data[7] | 0.02 | 15
worst max register to register | coefficient_ram[73][13] | rd_data[13] | 0.73 | 7
min in group asynchronous | rst_n | rd_data[11] | 0.46 | 3
max in group asynchronous | rst_n | rd_data[1] | 3.09 | 3
worst min register to register | coefficient_ram[0][11] | rd_data[11] | 0.53 | 1
worst min-delay path | wr_data[1] | coefficient_ram[2][1] | 0.27 | 1
Yosys cell counts, types with 61 or more instances:
library cell / number / area (um^2)
clkbuf_1: 124 / 465
a22oi_1: 503 / 3780
edfxtp_1: 2048 / 61500
a22o_1: 76 / 666
nor2_1: 249 / 935
o22ai_1: 129 / 807
buf_2: 122 / 611
a32oi_1: 132 / 1160
a21oi_1: 64 / 320
nand4_1: 83 / 519
a222oi_1: 61 / 611
nand3_1: 111 / 556
and3_1: 79 / 494
flip-flops by register name, indices dropped and copies added (netlist names):
| signal | flops |
|---|---|
| coefficient_ram | 2048 |
| rd_data | 16 |
cells by family (layout without fill, tap and decap cells):
logic type	Yosys count	after routing	synth area share (%)
DFF	2064	2064	80.6
buffers and inverters	294	1675	1.68
muxes	34	34	0.458
other	0	48	0
and+or+nand+nor	771	771	5.37
AOI/OAI and AO/OA	1189	1189	11.9
critical path, stage by stage:
cell,delay (ns)
buf_2,0.14
buf_12,0.13
buf_4,0.14
nand3b_1,0.30
buf_12,0.16
buf_4,0.21
nor2_1,0.29
buf_12,0.28
a2111oi_0,0.44
buf_4,0.27
nand3_1,0.12
nor4_1,0.64
buf_4,0.21
nand4_1,0.16
o221a_2,0.37
stage by stage:
step | util (%) | setup slack (ns) | setup TNS (ns) | instance area, um^2 | hold slack [ns]
floorplan | - | 0.311 | 0 | 76800 | 0.484
global placement | 36.7 | -1.45 | -9.86 | 93200 | 0.530
detailed placement | 36.7 | -1.07 | -7.51 | 93300 | 0.531
CTS | 39.6 | 0.130 | 0 | 101000 | 0.234
global route | 39.6 | 0.0245 | 0 | 101000 | 0.244
finish | 39.6 | 0.0175 | 0 | 101000 | 0.268
layout make-up:
type                            instances  area, um^2
Sequential cell                      2064       61900
Clock buffer                          292        5920
Clock inverter                        128        1440
Timing Repair Buffer                 1250       12900
Fill cell                           23000      154000
Antenna cell                           48         120
Inverter                                5        18.8
Multi-Input combinational cell       1994       14300
Tap cell                             3366        4210
what timing repair did:
action                                  in CTS  in global routing
setup buffers                                0                  0
resized                                      1                  1
endpoints found under the setup margin       1                  1
pin swaps                                    0                  1
gates cloned                                 0                  0
Power and IR drop assume default switching activity.
